===== ./run.sh =====
#!/bin/bash
# OpenROAD 26Q1-2900-gdf79404cd8, Yosys 0.63+post, stock flow scripts
make -C /OpenROAD-flow-scripts/flow DESIGN_CONFIG=/design/flow/config.mk WORK_HOME=/design/flow/orfs finish

===== ./config.mk =====
export PLATFORM = sky130hd
export DESIGN_NAME = n_serial_bit_generator_with_timebase
export DESIGN_NICKNAME = n_serial_bit_generator_with_timebase
export VERILOG_FILES = /design/flow/design.v
export SDC_FILE = /design/flow/constraint.sdc
export NUM_CORES = 4
export LEC_CHECK = 1
export CORE_AREA = 10 10 70 70
export DIE_AREA = 0 0 80 80

===== ./constraint.sdc =====
current_design n_serial_bit_generator_with_timebase

set clk_period 1.7
set clk_io_pct 0.2

create_clock -name clk0 -period $clk_period [get_ports {clk}]

set non_clock_inputs [all_inputs -no_clocks]
set_input_delay [expr $clk_period * $clk_io_pct] -clock clk0 $non_clock_inputs
set_output_delay [expr $clk_period * $clk_io_pct] -clock clk0 [all_outputs]

===== ./design.v =====
module n_serial_io_buffer (clk, reset,
                           pad, tx, rx);
	input clk;
	input reset;
	inout pad;
	input tx;
	output rx;
	reg [1:2] rx_sync;
	reg tx_sync;
	assign pad = tx_sync ? 1'bz : 1'b0;
	assign rx = rx_sync[2];
	always @(posedge clk or posedge reset)
		if (reset) begin
			rx_sync <= 2'b11;
			tx_sync <= 1'b1;
		end
		else begin
			rx_sync[1] <= pad;
			rx_sync[2] <= rx_sync[1];
			tx_sync <= tx;
		end
endmodule
module n_serial_bit_detector (clk, reset, serial_in,
	                      rx_start, rx_stop, rx_error,
                              rx_data, strobe);
	parameter CLOCK_MHZ = 25;
	parameter BIT_WIDTH_US = 5;
	parameter CLOCKS_PER_BIT = CLOCK_MHZ * BIT_WIDTH_US;
	parameter ZERO_ONE_BOUNDARY = CLOCKS_PER_BIT / 2;
	parameter MAX_BIT_WIDTH = CLOCKS_PER_BIT + CLOCKS_PER_BIT/3;
	parameter MIN_BIT_WIDTH = CLOCKS_PER_BIT - CLOCKS_PER_BIT/3;
	reg [7:0] timer;
	input clk, reset;
	input serial_in;
	output rx_start, rx_stop, rx_error, rx_data, strobe;
	reg rx_start, rx_stop, rx_error, rx_data, strobe;
	reg [1:0] state;
	parameter
		S_IDLE = 0,
		S_LOW_PERIOD = 1,
		S_HIGH_PERIOD = 2;
	always @(posedge clk or posedge reset)
		if (reset) begin
			state <= S_IDLE;
			timer <= 0;
			rx_start <= 0;
			rx_stop <= 0;
			rx_error <= 0;
			strobe <= 0;
			rx_data <= 0;
		end
		else case (state)
			S_IDLE: begin
				if (serial_in) begin
					timer <= 0;
					rx_start <= 0;
				end
				else begin
					state <= S_LOW_PERIOD;
					timer <= 1;
					rx_start <= 1;
				end
				rx_stop <= 0;
				rx_error <= 0;
				strobe <= 0;
			end
			S_LOW_PERIOD: begin
				if (timer > MAX_BIT_WIDTH) begin
					state <= S_IDLE;
					timer <= 0;
					rx_error <= 1;
				end
				else if (serial_in) begin
					rx_data <= (timer < ZERO_ONE_BOUNDARY);
					state <= S_HIGH_PERIOD;
					timer <= timer + 1;
					rx_error <= 0;
				end
				else begin
					timer <= timer + 1;
					rx_error <= 0;
				end
				rx_start <= 0;
				rx_stop <= 0;
				strobe <= 0;
			end
			S_HIGH_PERIOD: begin
				if (timer > MAX_BIT_WIDTH) begin
					state <= S_IDLE;
					timer <= 0;
					strobe <= 0;
					if (rx_data) begin
						rx_error <= 0;
						rx_stop <= 1;
					end
					else begin
						rx_error <= 1;
						rx_stop <= 0;
					end
				end
				else if (serial_in) begin
					timer <= timer + 1;
					rx_error <= 0;
					strobe <= 0;
					rx_stop <= 0;
				end
				else begin
					if (timer > MAX_BIT_WIDTH || timer < MIN_BIT_WIDTH) begin
						state <= S_IDLE;
						timer <= 0;
						rx_error <= 1;
						strobe <= 0;
						rx_stop <= 0;
					end
					else begin
						state <= S_LOW_PERIOD;
						timer <= 1;
						rx_error <= 0;
						strobe <= 1;
						rx_stop <= 0;
					end
				end
				rx_start <= 0;
			end
		endcase
endmodule
module n_serial_tx_timebase (clk, reset, tx_timing);
	parameter CLOCK_MHZ = 25;
	parameter BIT_WIDTH_US = 4;
	parameter CLOCKS_PER_BIT = CLOCK_MHZ * BIT_WIDTH_US;
	input clk, reset;
	output [2:0] tx_timing;
	reg [6:0] timer;
	always @(posedge clk or posedge reset)
		if (reset)
			timer <= 0;
		else if (timer == CLOCKS_PER_BIT-1)
			timer <= 0;
		else
			timer <= timer + 1;
	wire [1:0] quarter = timer < CLOCKS_PER_BIT/4   ? 0 :
	                     timer < CLOCKS_PER_BIT/2   ? 1 :
	                     timer < CLOCKS_PER_BIT*3/4 ? 2 : 3;
	wire sync = (timer == CLOCKS_PER_BIT-1);
	assign tx_timing = { sync, quarter };
endmodule
module n_serial_bit_generator (clk, reset, tx_timing,
                               busy, tx_data, strobe,
                               serial_out);
	input clk, reset;
	input [2:0] tx_timing;
	output busy;
	input tx_data, strobe;
	output serial_out;
	wire sync = tx_timing[2];
	wire [1:0] quarter = tx_timing[1:0];
	reg buffer_data, buffer_full;
	reg sync_data, sync_full;
	assign busy = buffer_full;
	always @(posedge clk or posedge reset)
		if (reset) begin
			buffer_data <= 0;
			buffer_full <= 0;
			sync_data <= 0;
			sync_full <= 0;
		end
		else begin
			if (strobe && sync) begin
				buffer_data <= tx_data;
				buffer_full <= 1;
				sync_data <= buffer_data;
				sync_full <= buffer_full;
			end
			else if (strobe) begin
				buffer_data <= tx_data;
				buffer_full <= 1;
			end
			else if (sync) begin
				buffer_full <= 0;
				sync_data <= buffer_data;
				sync_full <= buffer_full;
			end
		end
	wire sync_waveform = quarter == 0 ? 0 :
	                     quarter == 1 ? sync_data :
	                     quarter == 2 ? sync_data : 1;
	assign serial_out = sync_full ? sync_waveform : 1;
endmodule
module n_serial_bit_generator_with_timebase (clk, reset,
                                             busy, tx_data, strobe,
                                             serial_out);
	input clk, reset;
	output busy;
	input tx_data, strobe;
	output serial_out;
	wire [2:0] tx_timing;
	n_serial_tx_timebase timebase(clk, reset, tx_timing);
        n_serial_bit_generator bitgen(clk, reset, tx_timing, busy, tx_data, strobe, serial_out);
endmodule

==> impl_results.rst <==
Run summary
-----------

.. list-table::
   :header-rows: 1

   * - Metric
     - Value
   * - Run status
     - completed
   * - Unique cell types
     - 26
   * - Maximum buffer depth of the clock tree
     - 2
   * - Sequential fraction of the synthesis area
     - 0.515
   * - Yosys chip area
     - 534 um^2
   * - Area of the mapped netlist
     - between 500 and 600 um^2
   * - Vias in the first global route
     - 445
   * - Pre-CTS worst setup slack
     - -0.0308 ns
   * - Ys async rst share
     - 1.00
   * - Logic depth of the worst register-to-register path
     - 5
   * - Die Wd
     - 80 um
   * - Crit-path max FO
     - 3
   * - Area growth from synthesis to layout
     - 38.9%
   * - Hold bufs inserted after CTS
     - 0
   * - Detailed-route wire length per cell
     - 9.86 um
   * - Internal reg-to-reg setup slack
     - 0.12 ns
   * - Flops after synth
     - 11
   * - Detailed-route wire length
     - approximately 1100 um
   * - Maximum number of pins on one net before global-route repair
     - 12
   * - Final non-filler cell total
     - roughly 110
   * - Clock Tree Root
     - sky130_fd_sc_hd__clkbuf_4
   * - Max-cap viol count
     - 0
   * - Antenna violations before repair
     - 0
   * - Post-CTS clock slew at the launch and capture registers of the worst setup and hold paths
     - approximately 0.07 ns
   * - Count of library flops with an enable pin
     - 0
   * - Maximum frequency from static timing analysis
     - approximately 630 MHz
   * - Clock Sink Count
     - 11
   * - Post-layout period usage
     - 0.940
   * - Worst setup skew after layout
     - around 0.0043 ns
   * - Headroom to the max-slew limit
     - 0.724
   * - Util after Layout
     - 0.217
   * - Clock tree from TritonCTS
     - yes
   * - Reg2Reg Capture Point
     - bitgen.sync_data
   * - Max IR drop VDD
     - 0.000138 V
   * - Shortest clock period the worst path allows after layout
     - 1.60 ns
   * - Core region area
     - between 3000 and 4000 um^2
   * - Final WS setup
     - roughly 0.10 ns
   * - Detailed-router iteration count before antenna repair
     - 3
   * - Total power draw
     - 455 uW
   * - Weighted congestion at the end of routability-driven global placement
     - 0.797
   * - Final count of pins violating max slew
     - 0
   * - Yosys cell count
     - roughly 47
   * - Global route overflow
     - 0
   * - Worst R2R Start
     - timebase.timer[0]
   * - Kind of start point of the critical path
     - register
   * - Number of I/O pins
     - 6
   * - Setup violators final
     - 0
   * - Via Count
     - approximately 400
   * - # H-tree levels
     - 1
   * - CTS Buf Count
     - 3
   * - Dominant cells by area after synthesis
     - sky130_fd_sc_hd__dfrtp_1, sky130_fd_sc_hd__mux2_4, sky130_fd_sc_hd__xnor2_1
   * - Insertion delay of the later-clocked pin in the worst-skew pair
     - 0.26 ns
   * - Average vias per placed instance
     - between 3 and 4
   * - Class of the most critical hold timing path
     - input pin to async pin
   * - Number of port buffers
     - 5
   * - Sum of negative setup slack
     - 0 ns
   * - Wire length of the first global-routing pass
     - 1990 um
   * - Kind of end point of the critical path
     - output pin
   * - Worst path arrival time
     - 1.26 ns
   * - Layout filler cell count
     - roughly 370
   * - RSZ-0062 raised after global routing
     - no
   * - Number of DRC markers in iteration 0
     - just over 50
   * - Standby leakage power
     - roughly 0.34 nW
   * - Critical path start-end classification
     - register to output pin
   * - Warnings from Yosys
     - 3
   * - Area share of the largest cell type after synthesis
     - 0.515
   * - Worst EP required
     - 1.36 ns
   * - Worst-Margin Slew
     - between 0.4 and 0.5 ns
   * - Final antenna-violating net count
     - 0
   * - Die boundary height
     - roughly 80 um
   * - Total antenna diodes in the routed design
     - 0
   * - Core Density at Floorplan
     - 0.156
   * - Power per standard cell area
     - a little over 600 nW/um^2
   * - Post-detailed-route DRC marker count
     - 0
   * - Total number of warnings across the stage logs
     - 25
   * - Crit path from
     - timebase.timer[4]
   * - Aggregate global-route resource usage
     - 0.0379
   * - Avg Synthesized Cell Area
     - 11.4 um^2
   * - Main flop type
     - sky130_fd_sc_hd__dfrtp_1
   * - Cell count after placement
     - around 110
   * - Fraction of layout cells with a size suffix above 1
     - 0.354
   * - Final hold vios
     - 0
   * - Chip area
     - about 6400 um^2
   * - Yosys top cell by area
     - sky130_fd_sc_hd__dfrtp_1
   * - Row Count
     - 21
   * - Instance tally after logic synthesis
     - about 47
-- cell usage after synthesis (all sizes together) (2+ instances only) --
master   n
nand3    3
xnor2    3
a21oi    3
a31oi    2
inv      3
mux2     3
nor2     2
dfrtp   11
-- timing repair --
action | in CTS | in global routing
setup buffers | 2 | 0
setup endpoints to repair | 1 | 1
resized | 6 | 1
pin swaps | 2 | 2
-- critical path, stage by stage, from the launching register on --
cell and delay [ns]:
sky130_fd_sc_hd__dfrtp_1 0.38, sky130_fd_sc_hd__buf_4 0.14, sky130_fd_sc_hd__o21a_1 0.17, sky130_fd_sc_hd__o22ai_2 0.08, sky130_fd_sc_hd__o311ai_1 0.10, sky130_fd_sc_hd__buf_2 0.12
-- cell families after synthesis --
family                   Yosys count  share of synthesized area
AND-OR/OR-AND                     12                      0.148
AND/OR/NAND/NOR                   12                      0.136
flip-flops                        11                      0.515
buffers and inverters              5                     0.0515
XOR/XNOR                           3                     0.0492
multiplexers                       3                     0.0773
adder cells (fa/ha/maj)            1                     0.0234
-- worst max path at each step --
| stage | endpoint | depth (start not counted) |
|---|---|---|
| final | serial_out | 5 |
| after global routing | serial_out | 5 |
| after CTS | serial_out | 5 |
-- metal layers --
metal	track usage	routed length, um	vias to the layer above
met1	0.0466	528	190
met5	0	0	-
met4	0.00704	0	0
met2	0.0562	497	4
met3	0.0227	68	0
li1	-	-	206
-- state kept, by name, summed over array words and instances (netlist names) --
register / cells
bitgen.buffer_data: 1
bitgen.buffer_full: 1
bitgen.sync_data: 1
bitgen.sync_full: 1
timebase.timer: 7
-- through the flow --
stage | instance area (um^2) | hold slack, ns
6_report | 742 | 0.369
5_1_grt | 742 | 0.426
4_1_cts | 736 | 0.378
3_5_place_dp | 693 | 0.508
3_3_place_gp | 693 | 0.511
2_1_floorplan | 534 | 0.192
-- final cells by class --
class                           instances  area (um^2)  share of cell area
Sequential cell                        11          275               0.371
Multi-Input combinational cell         31          244               0.329
Timing Repair Buffer                   16          128               0.172
Tap cell                               46         57.6              0.0776
Clock buffer                            4         26.3              0.0354
Inverter                                3         11.3              0.0152
-- power by group --
group,switching [mW],internal [mW],total [mW],leakage [nW]
clock,0.0840,0.0907,0.175,0.0150
sequential,0.00117,0.264,0.265,0.136
combinational,0.00649,0.00867,0.0152,0.189
-- layout by cell type (no fill, tap or decap), drive strengths merged --
master and instances:
o21bai 1, dfrtp 11, clkdlybuf4s50 4, or2 1, a21oi 3, o311ai 1, nand3 3, clkbuf 4
a22o 1, inv 3, ha 1, and3 1, buf 12, or3 1, xnor2 3, mux2 3
nor3 1, o22ai 1, and4 1, a21o 1, nor2 2, nor2b 1, o21a 1, a31oi 2
o21ai 1, nand2 1
No activity file was given, so power comes from the tool's default toggle rates.
